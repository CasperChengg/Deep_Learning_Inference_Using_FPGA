==> /design/flow/design.v <==
`timescale 1ns / 1ps
module FC
#(
  parameter input_size1= 15'd1600,
  parameter out_size1= 4'd12,
  parameter weight_base1=15'd2664,
  parameter other_weight_base1=8'd108,
  parameter input_size2= 15'd12,
  parameter out_size2= 4'd8,
  parameter weight_base2=15'd21864,
  parameter other_weight_base2=8'd144,
  parameter input_size3= 15'd8,
  parameter out_size3= 4'd2,
  parameter weight_base3=15'd21960,
  parameter other_weight_base3=8'd168
) 
(
  input clk,
 input start_FC,
 output reg end_FC,
 output reg [15:0]ram_addr_w, 
 output reg [7:0]ram_data_w, 
 output reg ram_en,     
 output reg ram_wea,    
 output reg [8:0]rom_addr_row,
 input  [31:0]rom_data_row,
 output reg rom_en_row,
 output reg [14:0]rom_addr_rw,
 input  [7:0]rom_data_rw,
 output reg rom_en_rw, 
 output reg [15:0]ram_addr_r,
 input  [7:0]ram_data_r,
 output reg ram_en_r,
 output reg [7:0]NN_out_male,
 output reg [7:0]NN_out_female
);
integer i;
reg [3:0] t;
reg signed[7:0] ans [21:0];
reg [4:0]num;
reg [7:0]num_reg;
reg [14:0]input_size;
reg [3:0]out_size;
reg [3:0]filter_num;
reg end_flag;
reg [14:0]cur_state;
reg [63:0]sum_reg;
reg start_mp;
reg signed [63:0] q1q2_sum;
reg round;
reg signed [63:0]q3;
reg signed [25:0]M0;
reg signed [20:0]Z1a2;
reg signed [5:0]bias;
initial begin
cur_state=11'd0;
filter_num = 4'd0;
for(i=0;i<5'd22;i=i+1)
    ans[i]<=1;
num_reg=0;    
num=0;
start_mp=0;
end
always @(negedge clk)begin  
        case(cur_state)
            11'd0:begin
                if(start_FC || start_mp)begin
                    cur_state <= cur_state+1;
                    start_mp<=1;
                end
                else
                    cur_state<=cur_state;
                if(num<5'd12 && num>=0)begin  
                    ram_addr_r<=-2;  
                    rom_addr_rw <= weight_base1+filter_num * input_size1-1;  
                    rom_addr_row <= other_weight_base1+filter_num * 9'd3;  
                    input_size<=input_size1;
                    out_size<=out_size1;
                end
                else if(num<5'd20&&num>=5'd12)begin  
                    rom_addr_rw <= weight_base2+filter_num * input_size2-1;  
                    rom_addr_row <= other_weight_base2+filter_num * 9'd3;  
                    input_size<=input_size2;
                    out_size<=out_size2;
                end
                else begin  
                    rom_addr_rw <= weight_base3+filter_num * input_size3-1;  
                    rom_addr_row <= other_weight_base3+filter_num * 9'd3;  
                    input_size<=input_size3;
                    out_size<=out_size3;
                end 
                t<=0;
                num_reg<=0;
                q3<=0;
                q1q2_sum<=0;
                rom_en_rw <= 1'd0;
                rom_en_row <= 1'd1;
                ram_en<=1'b0;
                ram_wea<=1'b0;
                ram_en_r<=1'b1;
                end_FC<=0;
                sum_reg<=0;
            end
            11'd1,11'd2,11'd3:begin  
                 cur_state<= cur_state+1;
                 ram_addr_r<=ram_addr_r+1;
                 if(cur_state>=11'd2)begin
                    rom_addr_rw <= rom_addr_rw + 11'd1;
                    rom_en_rw <= 1'd1;
                 end
                 rom_addr_row <= rom_addr_row + 9'd1;
            end
            11'd1700:begin  
                ram_addr_w<=t;
                ram_data_w<=ans[t+5'd20];
                NN_out_female<=ans[5'd20];
                NN_out_male<=ans[5'd21];
                ram_en<=1'b1;
                ram_wea<=1'b1;
                ram_en_r<=1'b0;
                if(t)  
                    cur_state<=11'd1702;
                else
                    cur_state<=11'd1700;
                t<=t+1;
            end
            11'd1702:begin  
                end_FC<=1;
                start_mp<=0;
                if(t==4'd4)
                    cur_state<=11'd0;
                else
                    cur_state<=11'd1702;   
                t<=t+1;
            end
            default:begin
                rom_addr_rw <= rom_addr_rw + 11'd1;
                cur_state<=cur_state+1;
                ram_addr_r<=ram_addr_r+1;
                if(cur_state == (input_size+4'd10))begin
                    if(num==5'd21)
                        cur_state<=12'd1700;
                    else
                        cur_state<=0;
                    num<=num+1;
                    if(filter_num==(out_size-1))
                        filter_num<=0;    
                    else
                        filter_num<=filter_num+1;
                end
                else if(cur_state == (input_size+9))begin
                    ans[num]<= q3[7:0];
                end
                else if(cur_state == (input_size+8))begin
                    if($signed(q3[31:0]) < -32'sd128) begin
                        q3[31:0] <= -32'd128;
                    end    
                end
                else if(cur_state == (input_size+7))begin
                    if(num<5'd20)
                        q3 <= (q3 >> 32) + round- 32'd128;
                    else
                        q3 <= (q3 >> 32) + round+ 32'd41;  
                end
                else if(cur_state == (input_size+6))begin
                    round <= q3[31];
                end
                else if(cur_state == (input_size+5))begin
                    q3 <= M0 * sum_reg;
                end
                else if(cur_state == (input_size+4))begin
                    sum_reg<=(q1q2_sum - Z1a2 + bias);
                end
                else begin
                    if(num<5'd12&&num>=0)  
                        q1q2_sum<=q1q2_sum + $signed(rom_data_rw) * $signed(ram_data_r);
                    else if(num<5'd20&&num>=5'd12)begin
                        q1q2_sum<=q1q2_sum+$signed(rom_data_rw) * ans[num_reg];
                        num_reg<=num_reg+1;    
                    end
                    else begin
                        q1q2_sum<=q1q2_sum+$signed(rom_data_rw) * ans[5'd12+num_reg];
                        num_reg<=num_reg+1;    
                end    
             end
            end
        endcase        
end
always@(posedge clk ) begin
    case(cur_state)
        11'd3:begin
            M0 <= rom_data_row;
        end
        11'd4:begin
            Z1a2 <= rom_data_row;
        end
        11'd5:begin
            bias <= rom_data_row;
        end
        default:begin
            bias = bias;
        end
    endcase
end
endmodule
==> /design/flow/run.sh <==
#!/bin/bash
# OpenROAD 26Q1-2900-gdf79404cd8, Yosys 0.63+post, stock flow scripts
make -C /OpenROAD-flow-scripts/flow DESIGN_CONFIG=/design/flow/config.mk WORK_HOME=/design/flow/orfs finish
==> /design/flow/config.mk <==
export PLATFORM = sky130hd
export DESIGN_NAME = FC
export DESIGN_NICKNAME = FC
export VERILOG_FILES = /design/flow/design.v
export SDC_FILE = /design/flow/constraint.sdc
export NUM_CORES = 4
export LEC_CHECK = 1
export CORE_UTILIZATION = 40
==> /design/flow/constraint.sdc <==
current_design FC

set clk_period 43.4
set clk_io_pct 0.2

create_clock -name clk0 -period $clk_period [get_ports {clk}]

set non_clock_inputs [all_inputs -no_clocks]
set_input_delay [expr $clk_period * $clk_io_pct] -clock clk0 $non_clock_inputs
set_output_delay [expr $clk_period * $clk_io_pct] -clock clk0 [all_outputs]
==> flow_metrics.py <==
# Auto-generated metrics
metrics = {
    "worst_setup_path": {
        "crit_path_end_kind": "flop",
        "critical_path.max_fanout": 23,
        "critPathRequiredTime_ps": 22110,
        "worstPathArrival_ps": 16850,
        "worstSetupPathType": "input port to flop",
        "critPathLaunchType": "input port",
    },
    "clocking": {
        "cts.clk_slew.worst_paths_ps": 30,
        "clock_insertion_delay_at_the_later_pin_of_the_skew_report_ps": 700,
        "cts_tree": "done",
        "postCtsHoldBufs": 0,
        "cts_buffers": 67,
        "ctsLongestPathBuffers": 3,
        "cts_root_buffer": "sky130_fd_sc_hd__clkbuf_16",
        "cts_resized": 0,
        "clock_sink_count": 533,
        "cts_htree_levels": 3,
        "post_cts.repair.setup_buffers": 0,
    },
    "global_routing": {
        "grt_start_max_net_pins": 62,
        "vias_in_the_first_global_route": 70600,
        "grt_first_pass_wirelength_mm": 385,
        "grt_usage_pct": 22.9,
        "grt_overflow_total": 0,
        "initial_antenna_violation_count": 6,
    },
    "pwr": {
        "internal-power_mw": 3.51,
        "power.share.combinational_pct": 78.8,
        "power.density_cell_area_nw_per_um2": 73.2,
        "totalPowerFinal_mw": 7.33,
        "sequential_share_of_power_pct": 10.9,
        "netSwitchingPower_mw": 3.81,
        "netSwitchingFraction_pct": 52.1,
        "max-vdd-ir-drop_uv": 121,
        "power.clock.fraction_pct": 10.3,
        "p_leak_nw": 47.7,
    },
    "logic_synthesis": {
        "dominantRegCellSynth": "sky130_fd_sc_hd__edfxtp_1",
        "numSynthFlops": 533,
        "synth_seq_share_pct": 17.5,
        "synth-edff-count": 531,
        "post_synth_inst_count": 9250,
        "synth_area_per_cell_um2": 9.88,
        "post_synth_instance_area_um2": 91400,
        "synth.yosys.num_cells": 9250,
        "postSynth.asyncResetShare_pct": 0,
        "synth-warning-count": 1,
        "yosys-stat-area_um2": 91400,
        "ys_types": 106,
    },
    "min_path": {
        "min-delay-path-class": "flop to flop",
    },
    "routing": {
        "dr_total_vias": 64500,
        "detailedRoute.firstPassIterationCount": 6,
        "antenna_left": 0,
        "dr.first_iter.drc_count": 2753,
        "avgViaCountPerCell": 5.07,
        "wl_mm": 236,
        "detail_route.wl_per_cell_um": 18.6,
        "drt_drc_violations_left": 0,
    },
    "sta": {
        "final_setup_violation_count": 0,
        "worstMarginPinSlew_ps": 1050,
        "worst_clock_skew_ps": 45.7,
        "timing.final.hold_violations": 0,
        "grt_setup_unrepaired": "false",
        "timing_max_transition_violations_final": 0,
        "worst_hold_slack_ps": 465,
        "timing.setup.tns_ps": 0,
        "fin_ws_ps": 5260,
        "max-slew-margin-rel_pct": 28.9,
    },
    "placement": {
        "post-place-ws_ps": 4570,
        "finalWeightedCongestion": 0.951,
        "dpl.hpwl_mm": 189,
        "port_buffers": 116,
        "post_place_instance_area_um2": 96000,
    },
    "layout": {
        "final_common_cell": "sky130_fd_sc_hd__inv_1",
        "final_area_um2": 100000,
        "largest_reg_flops": 176,
        "final_cell_mix": "sky130_fd_sc_hd__inv_1, sky130_fd_sc_hd__fa_1, sky130_fd_sc_hd__nand2_1, sky130_fd_sc_hd__and2_1, sky130_fd_sc_hd__edfxtp_1",
        "syn_to_final_growth_pct": 9.47,
        "post_route_cells_drive_above_1_share_pct": 4.65,
        "regMostFlops": "ans",
    },
    "job": {
        "maxCapViolations": 0,
        "log.warning_count": 537,
    },
    "floorplan": {
        "die_span_x_um": 480,
        "chip_area_um2": 230000,
        "placementRows": 175,
        "fp.dieH_um": 480,
        "boundaryPins": 136,
        "initCoreUtil_pct": 40.2,
        "core_region_area_um2": 227000,
    },
    "run_status": {
        "run_status": "finished clean",
    },
}
==> power groups by stage <==
stage / Clock [mW] / Combinational, mW / Sequential, mW
CTS: 0.781 / 5.79 / 0.800
global route: 0.827 / 6.55 / 0.808
finish: 0.752 / 5.78 / 0.800
==> cells in the mapped netlist (11+ instances only) <==
master,n,area [µm²]
sky130_fd_sc_hd__a211o_1,11,96.3
sky130_fd_sc_hd__a211oi_1,49,368
sky130_fd_sc_hd__a21o_1,130,976
sky130_fd_sc_hd__a21oi_1,353,1770
sky130_fd_sc_hd__a221oi_1,20,175
sky130_fd_sc_hd__a31oi_1,50,313
sky130_fd_sc_hd__and2_1,561,3510
sky130_fd_sc_hd__and3_1,47,294
sky130_fd_sc_hd__buf_1,14,52.6
sky130_fd_sc_hd__buf_2,20,100
sky130_fd_sc_hd__buf_4,17,128
sky130_fd_sc_hd__clkbuf_1,386,1450
sky130_fd_sc_hd__edfxtp_1,531,15900
sky130_fd_sc_hd__fa_1,1763,35300
sky130_fd_sc_hd__ha_1,512,6410
sky130_fd_sc_hd__inv_1,1775,6660
sky130_fd_sc_hd__mux2i_1,26,260
sky130_fd_sc_hd__mux4_2,96,2160
sky130_fd_sc_hd__nand2_1,1230,4620
sky130_fd_sc_hd__nand2b_1,64,400
sky130_fd_sc_hd__nand3_1,106,531
sky130_fd_sc_hd__nand4_1,65,407
sky130_fd_sc_hd__nor2_1,340,1280
sky130_fd_sc_hd__nor2b_1,60,375
sky130_fd_sc_hd__nor3_1,61,305
sky130_fd_sc_hd__nor4_1,14,87.6
sky130_fd_sc_hd__o211ai_1,16,120
sky130_fd_sc_hd__o21a_1,31,233
sky130_fd_sc_hd__o21ai_0,211,1060
sky130_fd_sc_hd__o21ai_1,11,55.1
sky130_fd_sc_hd__o21bai_1,40,300
sky130_fd_sc_hd__o22ai_1,18,113
sky130_fd_sc_hd__o31ai_1,17,128
sky130_fd_sc_hd__or3_1,12,75.1
sky130_fd_sc_hd__xnor2_1,257,2250
sky130_fd_sc_hd__xor2_1,166,1450
==> cell type report <==
| type | count | area (µm²) |
|---|---|---|
| multi-input combinational | 6511 | 67100 |
| timing repair buffer | 286 | 2440 |
| fill | 21100 | 127000 |
| antenna | 3 | 7.51 |
| inverter | 1776 | 6670 |
| sequential | 533 | 16000 |
| tap | 3009 | 3760 |
| clock inverter | 528 | 2390 |
| clock buffer | 68 | 1680 |
==> routing by layer <==
metal	global-route usage, %	part of all wire [%]
met5	0.435	0.011
met4	5.61	2.5
met3	11.8	12
met2	34.7	47
met1	30.3	38
==> cells by family after synthesis <==
family	Yosys count	share of synthesized area (%)
AND-OR/OR-AND	1063	7.44
XOR/XNOR	423	4.05
adder cells (fa/ha/maj)	2275	45.6
buffers and inverters	2217	9.21
flip-flops	533	17.5
multiplexers	123	2.66
other	2	0.00822
AND/OR/NAND/NOR	2614	13.5
==> through the flow <==
stage | utilization [%] | std cells
after floorplan | - | 9261
after global placement | 42.2 | 12100
after detailed placement | 42.2 | 12100
after CTS | 44.0 | 12700
after global routing | 44.0 | 12700
final | 44.0 | 12700
==> critical path, stage by stage <==
cell and delay (ps):
sky130_fd_sc_hd__clkdlybuf4s50_1 940, sky130_fd_sc_hd__nor2b_1 280, sky130_fd_sc_hd__inv_1 80, sky130_fd_sc_hd__fa_1 600, sky130_fd_sc_hd__fa_1 920, sky130_fd_sc_hd__inv_2 450, sky130_fd_sc_hd__fa_1 640, sky130_fd_sc_hd__fa_1 420
sky130_fd_sc_hd__ha_1 290, sky130_fd_sc_hd__ha_1 340, sky130_fd_sc_hd__a21oi_1 190, sky130_fd_sc_hd__o21bai_1 120, sky130_fd_sc_hd__a2111oi_0 630, sky130_fd_sc_hd__o31ai_1 170, sky130_fd_sc_hd__a21o_1 250, sky130_fd_sc_hd__o22a_1 330
sky130_fd_sc_hd__a31oi_1 380, sky130_fd_sc_hd__o21ai_1 330, sky130_fd_sc_hd__a21boi_1 320, sky130_fd_sc_hd__o21ai_0 160, sky130_fd_sc_hd__xnor2_1 200, sky130_fd_sc_hd__o22ai_1 100
==> final timing paths <==
check / from / end / slack [ps] / cells past startpoint
setup / recovery: rom_data_rw[7] / q1q2_sum[57] / 5260 / 22
hold / removal: ans[20][7] / NN_out_female[7] / 460 / 0
setup reg to reg: M0[17] / q3[63] / 12820 / 27
hold reg to reg: ans[20][7] / NN_out_female[7] / 460 / 0
Power is estimated from default activity; no workload was simulated.
