==> flow/design.v <==
`timescale 1ns / 1ps
module MP1
#(
  parameter layer =      3'd2,
  parameter ifmap_h=    6'd48,
  parameter ifmap_w=     6'd48, 
  parameter ifmap_c=      6'd8,
parameter init       = 4'b0101,
parameter read_data1 = 4'b0000,
parameter read_data2 = 4'b0001,
parameter read_data3 = 4'b0111,
parameter read_data4 = 4'b1111,
parameter read_get   = 4'b0010,
parameter maxpooling = 4'b0011,
parameter finish     = 4'b0100,
parameter test       = 4'b0110
) 
(
  input clk,
 input start_MP1,
 output reg end_MP1,
 output reg [15:0]ram_addr_w, 
 output reg [7:0]ram_data_w, 
 output reg ram_en,     
 output reg ram_wea,    
 output reg [15:0]ram_addr_r,
 input  [7:0]ram_data_r,
 output reg ram_en_r
);
reg [7:0] FIFO [ifmap_w+1:0];
reg [5:0] push_times;
integer i;
reg [7:0] comp1;
reg [7:0] comp2;
reg [7:0] polling_result;
reg [7:0] t=1;
reg end_flag;
reg next_row;
reg [3:0]cur_state;
reg [3:0]next_state;
reg [15:0] get_count; 
reg [2:0]waitmp;
initial begin
next_state<= init;
end
always @(negedge clk)begin  
        cur_state=next_state;
        if(cur_state!=init)begin
            ram_addr_r=ram_addr_r+1;
            ram_en_r=1'b1;
        end
        case(cur_state)
            init:begin
                if(start_MP1)
                    next_state= read_data1;
                else
                    next_state= next_state;
                ram_addr_w=-1;
                ram_addr_r=-3;  
                get_count=0;
                polling_result=0;
                comp1=0;
                comp2=0;
                push_times<=0;
                end_flag<=0;
                ram_en=1'b0;
                ram_wea=1'b0;
                ram_en_r=1'b0;
                end_MP1<=0;
                waitmp<=0;
                for(i=ifmap_w+1;i>=0;i=i-1)
                        FIFO[i]<=1;
            end
            read_data1:begin  
                next_state<=read_data2;
            end
            read_data2:begin  
                next_state<=read_data3;
            end
            read_data3:begin  
                next_state<=read_data4;
            end
            read_data4:begin  
                next_state<=read_get;
            end
            read_get:begin
                ram_en<=1'b0;
                ram_wea<=1'b0;
                for( i=ifmap_w+1;i>=0;i=i-1)begin
                    if(i==0)
                        FIFO[i]=ram_data_r;
                    else
                        FIFO[i]= FIFO[i-1];
                end
                push_times=push_times+1;
                get_count=get_count+1;
                if(get_count==ifmap_h*ifmap_w*ifmap_c) 
                    end_flag<=1;
                else if(get_count%(2*ifmap_w)==0)  
                    next_row<=1;
                else begin
                    end_flag<=0;
                    next_row<=0;
                end
                if(push_times==(ifmap_w+2))
                    next_state<=maxpooling;
                else 
                    next_state<=read_get;
            end
            maxpooling:begin
                comp1=($signed(FIFO[0])>$signed(FIFO[1]))?FIFO[0]:FIFO[1];
                comp2=($signed(FIFO[ifmap_w])>$signed(FIFO[ifmap_w+1]))?FIFO[ifmap_w]:FIFO[ifmap_w+1];
                polling_result=($signed(comp1)>$signed(comp2))?comp1:comp2;
                ram_addr_w=ram_addr_w+1;
                ram_data_w=polling_result;
                ram_en=1'b1;
                ram_wea=1'b1;
                if(next_row==1) 
                    push_times<=1;
                 else   
                    push_times<=push_times-1;
                 get_count=get_count+1;
                 for( i=ifmap_w+1;i>=0;i=i-1)
                        if(i==0)
                            FIFO[i]<=ram_data_r;
                        else
                            FIFO[i]<= FIFO[i-1];
                if(end_flag==1)
                   next_state<=finish;
                else
                    next_state<=read_get;
            end
            finish:begin
                end_MP1<=1;
                if(waitmp==3'd4)
                    next_state<=init;   
                else
                    next_state<=finish;
                waitmp=waitmp+1;
            end
            default:
                cur_state=cur_state;
        endcase
end
endmodule
==> flow/run.sh <==
#!/bin/bash
# OpenROAD 26Q1-2900-gdf79404cd8, Yosys 0.63+post, stock flow scripts
make -C /OpenROAD-flow-scripts/flow DESIGN_CONFIG=/design/flow/config.mk WORK_HOME=/design/flow/orfs finish
==> flow/config.mk <==
export PLATFORM = sky130hd
export DESIGN_NAME = MP1
export DESIGN_NICKNAME = MP1
export VERILOG_FILES = /design/flow/design.v
export SDC_FILE = /design/flow/constraint.sdc
export NUM_CORES = 4
export LEC_CHECK = 1
export CORE_UTILIZATION = 50
==> flow/constraint.sdc <==
current_design MP1

set clk_period 31.7
set clk_io_pct 0.2

create_clock -name clk0 -period $clk_period [get_ports {clk}]

set non_clock_inputs [all_inputs -no_clocks]
set_input_delay [expr $clk_period * $clk_io_pct] -clock clk0 $non_clock_inputs
set_output_delay [expr $clk_period * $clk_io_pct] -clock clk0 [all_outputs]
==> reports/summary.txt <==
Outcome: completed
Vias in the first global route: 12,780
GPL Wtd Cong: 0.847
Total power: 1.62 mW
FP Core Util: 0.512
Setup ws final: 7.92 ns
YS warnings: 2
Max Transition Viols Final: 0
Clock Root Buffer: clkbuf_16
Worst min path class: reg -> reg
RSZ-0062 raised after global routing: no
Max stage delay on crit path: 0.52 ns
CP Class: reg -> out
Max rail drop VDD: 0.0000471 V
Avg WL per Cell: 13.1 µm
CTS sink count: 474
DR vias: 12,160
Flip-flops with a built-in enable: 457
Pwr per Cell Area: 65.6 nW/µm²
Pin count of the biggest net entering global routing: 104
Antenna Nets Post-Route: 0
Area delta synth->final: 23.4%
Placed cell count: 1,953
Non-filler cells, final: 2,523
Final Hold Violation Tally: 0
GRT Util Overall: 0.187
Synth flops: 474
Commonest flop: edfxtp_1
Core Area: 39,100 µm²
TritonCTS clock tree: yes
Initial antenna violation count: 0
Gate Count Post-Synth: 1,428
Antenna cells: 0
Synth Seq Share: 0.702
Slew @ Worst Pin: 0.830 ns
Worst slew margin: 0.445
Via/cell ratio: 4.82
Post-cts resize count: 0
Kind of cell adding the most delay to the critical path: buffers and inverters
Total wire length: 33,100 µm
Iteration-0 DRC Markers: 791
Cell Rows: 72
Ports: 54
Logic area: 5610 µm²
Die y size: 202 µm
Reg area: 14,100 µm²
Die area: 40,900 µm²
Grt ovf: 0
Sum Neg Setup Slack: 0 ns
Reg clk slew, reported paths: 0.04 ns
Leakage: 11.1 nW
Crit path required time: 25.36 ns
Crit path max fanout: 7
DRT Pass-1 Iters: 5
CP cell instances: clkdlybuf4s50_1
Number of cells in Yosys stat: 1,428
Async SR Flop Fraction: 0
CP arrival: 17.44 ns
Clk ins delay skew pair: 0.63 ns
Worst slack, placed: 8.22 ns
Yosys Chip Area: 20,000 µm²
First-pass GRT wire length: 57,000 µm
Share of cells above drive strength 1: 0.0678
Mapped Avg Cell Area: 14.0 µm²
DR DRC count: 0
Clock Skew: 0.0219 ns
FILL cells: 2,900
Tool warnings: 505
Post-synthesis cell type count: 76
Mapped cell area: 20,000 µm²
Final setup vio count: 0
DP Wirelength: 16,100 µm
CP Capture Type: output pin
Critical Path Start Type: flip-flop
Die width: 202 µm
Postcts setup bufs: 0
Buffers on Ports: 53
H-tree depth: 2
# hold bufs at CTS: 0
CP bufs+invs: 1
MaxCap Viol Count: 0
CTS Buffer Depth: 3
Slowest cell on the critical path: clkdlybuf4s50_1
TritonCTS Buffers: 52
## synth_stat cells, types with 2 or more instances
cell type | number | area share
o211ai_1 | 3 | 0.0011
xor2_1 | 19 | 0.0083
nor4_4 | 2 | 0.0021
nand2b_1 | 10 | 0.0031
or3_1 | 59 | 0.018
clkbuf_1 | 60 | 0.011
inv_1 | 29 | 0.0054
o32a_1 | 2 | 0.0010
ha_1 | 34 | 0.021
mux2i_1 | 9 | 0.0045
a21oi_1 | 34 | 0.0085
nor3_1 | 9 | 0.0022
nand2_1 | 48 | 0.0090
and4_1 | 4 | 0.0017
o21a_1 | 5 | 0.0019
o211a_1 | 2 | 0.0010
a211oi_1 | 3 | 0.0011
buf_4 | 2 | 0.00075
mux2_2 | 8 | 0.0045
nor2b_1 | 9 | 0.0028
a31oi_1 | 6 | 0.0019
nor4_1 | 7 | 0.0022
xnor2_1 | 24 | 0.010
nand4_1 | 15 | 0.0047
and2_1 | 350 | 0.11
a21o_1 | 2 | 0.00075
o21ai_0 | 33 | 0.0082
edfxtp_1 | 457 | 0.68
nand3_1 | 34 | 0.0085
and3_1 | 13 | 0.0041
dfxtp_1 | 17 | 0.017
o21ai_1 | 5 | 0.0012
nor2_1 | 71 | 0.013
## worst register-to-register path, stage by stage, from the launching register on
cell and delay (ns):
edfxtp_1 0.43, ha_1 0.32, nand4_1 0.25, nor4_2 0.40
xnor2_1 0.38, clkinv_1 0.41, ha_1 0.44, nand2b_1 0.22
nor2_1 0.11, mux2i_1 0.11, o211a_1 0.25, o32ai_4 0.41
nor2_1 0.11, a311oi_1 0.25, o21ai_1 0.17, a2111oi_2 0.45
a311oi_2 0.09, a21oi_1 0.20, o221ai_2 0.13, xnor2_1 0.15
a221oi_2 0.28, a31oi_1 0.13
## per-layer routing
layer | global-route usage | share of wire
met2 | 0.196 | 0.39
met1 | 0.341 | 0.52
met3 | 0.102 | 0.064
met4 | 0.0921 | 0.021
met5 | 0 | 0
## sequential cells by signal (all words and copies together), names as in the netlist
signal and flops:
next_row 1, ram_data_w 8, end_flag 1, FIFO 400
push_times 6, next_state 4, ram_wea 1, ram_en_r 1
get_count 16, ram_addr_w 16, waitmp 3, end_MP1 1
ram_addr_r 16
## area by class of cell
class,instances,area share
Sequential cell,474,0.569
Clock inverter,518,0.0928
Timing Repair Buffer,72,0.0272
Tap cell,518,0.0262
Multi-Input combinational cell,858,0.227
Clock buffer,53,0.0536
Inverter,30,0.00455
## metrics by stage
stage               hold WS [ns]  utilization  area [µm²]
global route               0.436        0.632       24700
detailed placement         0.404        0.540       21100
global placement           0.393        0.540       21100
floorplan                  0.371            -       20000
finish                     0.411        0.632       24700
CTS                        0.412        0.632       24700
## cells in the final DEF, fill, tap and decap left out, types with 24 or more instances in the layout
master	synthesis	routed
inv_1	29	516
nor2_1	71	70
or3_1	59	59
xnor2_1	24	24
clkbuf_16	0	53
clkdlybuf4s50_1	0	53
a21oi_1	34	34
nand3_1	34	34
o21ai_0	33	33
ha_1	34	34
edfxtp_1	457	457
nand2_1	48	47
and2_1	350	350
## kinds of logic (layout without fill, tap and decap cells)
logic type,after synthesis,in the layout,share of synthesized area
simple gates,642,642,0.187
flops,474,474,0.702
compound gates,121,121,0.0420
buf+inv,96,673,0.0188
xor+xnor,44,44,0.0196
fa+ha+maj,34,34,0.0212
mux,17,17,0.00899
## worst paths after layout
path | from | to | slack [ns] | cells after the start
min reg2reg | ram_addr_r[0]$_SDFFE_NP1N_ | ram_addr_r[0]$_SDFFE_NP1N_ | 0.41 | 1
max | ram_addr_w[0]$_SDFFCE_NN1P_ | ram_addr_w[0] | 7.92 | 1
min | ram_addr_r[0]$_SDFFE_NP1N_ | ram_addr_r[0]$_SDFFE_NP1N_ | 0.41 | 1
max reg2reg | get_count[0]$_SDFFCE_NN0P_ | end_flag$_DFFE_NP_ | 25.75 | 21
## power breakdown
| part | internal [mW] | switching [mW] |
|---|---|---|
| sequential | 0.713 | 0.00572 |
| clock | 0.481 | 0.396 |
| combinational | 0.0161 | 0.0111 |
No activity file was given, so power comes from the tool's default toggle rates.
